--- /design/flow/config.mk ---
export PLATFORM = sky130hd
export DESIGN_NAME = ISAPostCard
export DESIGN_NICKNAME = ISAPostCard
export VERILOG_FILES = /design/flow/design.v
export SDC_FILE = /design/flow/constraint.sdc
export NUM_CORES = 4
export LEC_CHECK = 1
export CORE_UTILIZATION = 30
--- /design/flow/run.sh ---
#!/bin/bash
# OpenROAD 26Q1-2900-gdf79404cd8, Yosys 0.63+post, stock flow scripts
make -C /OpenROAD-flow-scripts/flow DESIGN_CONFIG=/design/flow/config.mk WORK_HOME=/design/flow/orfs finish
--- /design/flow/design.v ---
module PostSequenceMemory
(
	input wire Clock,
	input wire [7:0] Current,
	output reg [31:0][7:0] PostSequence,
	output reg [7:0] LastPostEntry,
	output reg Overflow
);
	initial begin
		Overflow <= 1'b0;
		LastPostEntry <= 8'd0;
	end
	always @(posedge Clock) begin
		if (PostSequence[LastPostEntry] != Current) begin
			if (LastPostEntry >= 8'd31) begin
				Overflow <= 1'b1;
			end
			else begin
				LastPostEntry = LastPostEntry + 5'd1;
				if (LastPostEntry <= 8'd31) PostSequence[LastPostEntry] = Current;
			end
		end
	end
endmodule
module Dummy
(
	input wire Clock,
	input wire [7:0] Current,
	output reg [7:0] DummyOut
);
	(* keep = 1 *) wire [31:0][7:0] TempMem  ;
	(* keep = 1 *) wire [4:0] TempMemLen  ;
	wire TempOverflow;
	reg [4:0] DummyFirstIndex;
	initial begin
		DummyFirstIndex <= 5'd0;
	end
	PostSequenceMemory mem(.Clock(Clock), .Current(Current), .PostSequence(TempMem), 
		.LastPostEntry(TempMemLen), .Overflow(TempOverflow));
	always @(posedge Clock) begin
		DummyOut = TempMem[DummyFirstIndex];
		if (DummyFirstIndex == 5'd31) DummyFirstIndex = 5'd0;
		else DummyFirstIndex = DummyFirstIndex + 5'd1;
	end
endmodule
module ISAPostCard
(
	input wire IOW,  
	input wire AEN,  
	input wire BALE,  
	input wire [19:0] SA,
	input wire [7:0] SD,
	input wire Button,
	input wire Clock,
	input wire SBHE,
	output wire [6:0] FirstDigit,  
	output wire [6:0] SecondDigit,	 
	output wire AliveIndicator,
	output wire ActivityIndicator,
	output wire OKIndicator,
	output wire [7:0] DummyOut
);
	wire DivClock;
	wire [7:0] CurrentData;
	wire [19:0] CurrentAddress;
	wire [6:0] FirstDigitCommonAnode;
	reg [7:0] OutputData;
	reg [3:0] DivReg;
	reg TempAlive;
	initial begin
		TempAlive <= 1'b1;
	end
	ISA_Port80h my_port(.SBHE(SBHE), .IOW(IOW), .AEN(AEN), .BALE(BALE), .SA(SA), .SD(SD), .LastData(CurrentData),
		.LastAddr(CurrentAddress), .ActivityIndicator(ActivityIndicator), .OKIndicator(OKIndicator));
	BCD_Decoder my_decoder(.BCD(OutputData), .FirstDigit(FirstDigitCommonAnode), .SecondDigit(SecondDigit));
	Dummy my_mem(.Current(CurrentData), .Clock(DivClock), .DummyOut(DummyOut));
	parameter Divisor = 4'd10;
	assign FirstDigit = ~FirstDigitCommonAnode;
	assign AliveIndicator = TempAlive;
	assign DivClock = (DivReg < Divisor / 2) ? 1'b0 : 1'b1;
	always @(posedge Clock) begin
		DivReg <= DivReg + 4'b0001;
		if (DivReg >= Divisor) DivReg <= 4'd0;
	end
	always @(CurrentData, Button) begin
		if (Button == 1'b1) begin
			OutputData <= CurrentData;
			TempAlive <= 1'b0;
			end
		else begin
			OutputData <= CurrentAddress[7:0];
			TempAlive <= 1'b1;
		end
	end
endmodule
module ISA_Port80h
(
	input wire SBHE,  
	input wire IOW,  
	input wire AEN,  
	input wire BALE,  
	input wire [19:0] SA,
	input wire [7:0] SD,
	output reg [7:0] LastData,
	output reg [19:0] LastAddr,
	output reg ActivityIndicator,
	output reg OKIndicator
);
reg [19:0] TempAddr;
initial begin
	ActivityIndicator <= 1'b1;
	OKIndicator <= 1'b1;
end
always @(negedge BALE) begin
	if (~AEN && SBHE) begin
		TempAddr <= SA;
	end
end
always @(negedge IOW) begin
	ActivityIndicator <= 1'b0;
	if (~AEN && SBHE) begin
		LastAddr <= TempAddr;
		if (LastAddr == 20'h80) begin
			LastData <= SD;
			if (LastData == 8'b00000000) OKIndicator <= 1'b0;
			else OKIndicator <= 1'b0;
		end
	end
end
endmodule
module BCD_Decoder  
(
	input wire [7:0] BCD,
	output reg [6:0] FirstDigit,
	output reg [6:0] SecondDigit
);
function [6:0] SevenSegTable(input [3:0] halfbyte);
	case(halfbyte)
		4'b0000: SevenSegTable = 7'b1000000;  
		4'b0001: SevenSegTable = 7'b1111100;  
		4'b0010: SevenSegTable = 7'b0100100;  
		4'b0011: SevenSegTable = 7'b0110000;  
		4'b0100: SevenSegTable = 7'b0011001;  
		4'b0101: SevenSegTable = 7'b0010010;  
		4'b0110: SevenSegTable = 7'b0000010;  
		4'b0111: SevenSegTable = 7'b1111000;  
		4'b1000: SevenSegTable = 7'b0000000;  
		4'b1001: SevenSegTable = 7'b0010000;  
		4'b1010: SevenSegTable = 7'b0001000;  
		4'b1011: SevenSegTable = 7'b0000011;  
		4'b1100: SevenSegTable = 7'b1000110;  
		4'b1101: SevenSegTable = 7'b0100001;  
		4'b1110: SevenSegTable = 7'b0000110;  
		4'b1111: SevenSegTable = 7'b0001110;  
		default: SevenSegTable = 7'b1111111;  
	endcase
endfunction
always @(BCD) begin
	FirstDigit <= SevenSegTable(BCD[3:0]);
	SecondDigit <= SevenSegTable(BCD[7:4]);
end
endmodule
--- /design/flow/constraint.sdc ---
current_design ISAPostCard

set clk_period 5.8
set clk_io_pct 0.2

create_clock -name clk0 -period $clk_period [get_ports {BALE}]
create_clock -name clk1 -period $clk_period [get_ports {Clock}]
create_clock -name clk2 -period $clk_period [get_ports {IOW}]

set non_clock_inputs [all_inputs -no_clocks]
set_input_delay [expr $clk_period * $clk_io_pct] -clock clk0 $non_clock_inputs
set_output_delay [expr $clk_period * $clk_io_pct] -clock clk0 [all_outputs]
==> out/metrics.yaml <==
status:
  status: "finished with violations"
  violations: "setup timing"
synthesis:
  synth.yosys.warnings: 6
  yosysUniqueCellTypes: 64
  synth.most_common_cell: "edfxtp_1"
  postSynth.asyncResetShare: 0
  synth_seq_share: 0.513
  synth-edff-count: 313
  avgSynthCellArea_sq_um: 16.1
  yosys-stat-cells: 1181
  postSynthCellCount: 1181
  common_cells: "edfxtp_1 (313), mux2_2 (263), mux4_2 (136)"
  yosys_area_sq_mm: 0.0190
  synth_area_sq_mm: 0.0190
  synth.top_cell.area_share: 0.494
  flop_cell: "edfxtp_1"
  synthTopCellsByArea: "edfxtp_1 (49%), mux4_2 (16%), mux2_2 (16%)"
  synth_flops: 331
  top_area_cell: "edfxtp_1"
grt:
  grt.total_usage: 0.160
  grt_max_degree: 137
  grt_first_pass_wirelength_um: 73500
  grt_pass1_vias: 11700
  antenna_found_initial: 0
  overflow: 0
sta:
  worst_slack_ps: -180
  slew_viol_final: 0
  maxSlewHeadroom: 0.363
  skew_ps: 15.4
  worst_pin_slew_ps: 955
  rsz0062_at_grt: "yes"
  untimed_endpoints: 549
  unclocked_pins: 277
  hold_viol_final: 0
  setup_viol: 12
critical_path:
  cp-start-kind: "register"
  crit_fanout: 3
  cp_slowest_cell: "mux4_2"
  crit_path_end_kind: "output pin"
  crit_family: "multiplexers"
  crit_chain: "mux2i_2, inv_2, buf_6, ha_4, mux4_2, buf_2"
  crit_required_ps: 4640
  path_class: "register to output pin"
  cp_slowest_stage_delay_ps: 460
  worstPathArrival_ps: 4820
  critPathBufInv: 3
place:
  dp.cells: 2069
  portBuffers: 56
  dpl_cell_area_sq_mm: 0.0210
  place.gp.congestion: 0.915
  hpwl_um: 31000
cts:
  cts_hold_buf: 0
  tritoncts: "done"
  clk_pin_slew_worst_paths_ps: 50
floorplanning:
  fp_util: 0.306
  die_w_um: 254
  rows: 91
  dieArea_sq_mm: 0.0644
  die_h_um: 254
  ios: 59
  coreArea_sq_mm: 0.0622
layout:
  layout-drive-gt1-share: 0.470
  fin_area_sq_mm: 0.0218
  nFillCells: 5877
  final_util: 0.351
  fin_cells: 2151
  areaGrowthSynthToFinish_pct: 14.8
drt:
  wl_per_cell_um: 22.3
  drcViolationCount: 0
  vias_per_cell: 5.27
  drt_iter0_drc: 840
  vias: 11300
  antenna-diode-count: 0
  drt_pass1_iterations: 4
  antenna_left: 0
  routed_wl_um: 48000
min_path:
  hold_path.class: "register to register"
power:
  ir_drop_mv: 0.150
  finalPower_uw: 1160
  pwr_density_cell_mw_per_mm2: 53.0
  leakagePower_uw: 0.00636
run:
  warnings: 95
  drv_cap: 0
==> cells by family (layout without fill, tap and decap cells) <==
family,count (synthesis),after routing,share of synthesized area
xor gates and xnor gates,19,19,0.0103
adders and majority gates,21,21,0.0138
buffers and inverters,108,240,0.0236
DFF,331,331,0.513
AOI/OAI and AO/OA,117,117,0.0631
and+or+nand+nor,139,139,0.0348
muxes,445,445,0.341
other,1,2,0.000197
==> power breakdown <==
group / switching [uW] / internal, uW / leakage, uW
sequential: 3.83 / 445 / 0.00265
clock: 232 / 379 / 0.000402
combinational: 39.8 / 58.8 / 0.00331
total: 275 / 883 / 0.00636
==> what timing repair did <==
item / CTS / global route
endpoints found under the hold margin: 0 / 0
pin swaps: 23 / 16
resized: 92 / 37
setup endpoints to repair: 14 / 14
buffers inserted: 18 / 9
==> metrics by stage <==
stage | hold WS, ps | TNS, ps | setup slack [ps]
5_1_grt | 395 | -2480 | -292
3_3_place_gp | 402 | -332 | -108
6_report | 391 | -921 | -180
2_1_floorplan | 400 | 0 | 57.8
4_1_cts | 393 | -1310 | -219
3_5_place_dp | 405 | -678 | -129
==> placed cells by master (no fill, tap or decap), types with 9 or more instances in the layout <==
cell type        netlist  layout
clkdlybuf4s50_1        0      42
a21oi_1               27      18
a2111oi_4             17      17
nor2_1                29      26
mux2i_1               41      38
dfxtp_1               18      16
o2111ai_2              9       9
ha_4                   0       9
buf_4                  4      81
nor3_1                11      10
buf_6                  2      18
edfxtp_1             313     313
inv_1                 20      63
buf_2                 11      12
mux2_2               263     263
clkbuf_16              0      11
mux4_2               136     136
nand2_1               52      47
ha_1                  21      10
nand3_1                9       9
==> registers in the layout, indices dropped and copies added (netlist names) <==
signal,flops
my_port.LastData,8
my_port.LastAddr,20
my_port.TempAddr,20
my_port.ActivityIndicator,1
my_mem.mem.PostSequence,256
my_mem.DummyOut,8
my_mem.DummyFirstIndex,5
my_port.OKIndicator,1
DivReg,4
my_mem.mem.LastPostEntry,8
==> routing by layer <==
metal	share of wire	track usage	wire, um	vias to the layer above
li1	-	-	-	5053
met1	0.41	0.225	19800	5850
met2	0.46	0.237	22200	386
met3	0.11	0.0764	5090	42
met4	0.019	0.0303	913	0
met5	0	0	0	-
==> worst register-to-register path, delay by kind of cell (launching register included) <==
family	cells	cell delay, ps
buffers and inverters	2	350
DFF	1	390
and+or+nand+nor	3	870
==> cell type report <==
cell class	instances	area, sq um	share of cell area
clock buffer	11	275	0.0126
clock inverter	52	198	0.00905
inverter	21	83.8	0.00384
multi-input combinational	743	9150	0.419
sequential	331	9770	0.447
tap	837	1050	0.0479
timing repair buffer	156	1320	0.0605
==> final timing paths <==
| kind | from | to | slack [ps] | cells after the start |
|---|---|---|---|---|
| hold / removal | my_port.TempAddr[19]$_DFFE_NP_ | my_port.LastAddr[19]$_DFFE_NP_ | 390 | 0 |
| setup reg to reg | my_port.LastAddr[0]$_DFFE_NP_ | my_port.LastData[3]$_DFFE_NP_ | 3890 | 5 |
| max in group clk2 | SBHE | my_port.LastData[3]$_DFFE_NP_ | 660 | 5 |
| max in group clk1 | DivReg[0]$_SDFF_PP0_ | DivReg[1]$_SDFF_PP0_ | 4500 | 4 |
| min in group clk0 | Button | AliveIndicator | 3710 | 3 |
| setup / recovery | my_port.LastData[4]$_DFFE_NP_ | SecondDigit[3] | -180 | 6 |
| hold reg to reg | my_port.TempAddr[19]$_DFFE_NP_ | my_port.LastAddr[19]$_DFFE_NP_ | 390 | 0 |
| min in group clk1 | DivReg[0]$_SDFF_PP0_ | DivReg[0]$_SDFF_PP0_ | 450 | 1 |
Power is estimated from default activity; no workload was simulated.
